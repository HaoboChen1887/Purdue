<file path="./run.sh">
#!/bin/bash
# OpenROAD 26Q1-2900-gdf79404cd8, Yosys 0.63+post, stock flow scripts
make -C /OpenROAD-flow-scripts/flow DESIGN_CONFIG=/design/flow/config.mk WORK_HOME=/design/flow/orfs finish
</file>
<file path="./config.mk">
export PLATFORM = sky130hd
export DESIGN_NAME = gauss_wrapper
export DESIGN_NICKNAME = gauss_wrapper
export VERILOG_FILES = /design/flow/design.v
export SDC_FILE = /design/flow/constraint.sdc
export NUM_CORES = 4
export LEC_CHECK = 1
export CORE_UTILIZATION = 30
</file>
<file path="./constraint.sdc">
current_design gauss_wrapper

set clk_period 8.8
set clk_io_pct 0.2

create_clock -name clk0 -period $clk_period [get_ports {clk}]

set non_clock_inputs [all_inputs -no_clocks]
set_input_delay [expr $clk_period * $clk_io_pct] -clock clk0 $non_clock_inputs
set_output_delay [expr $clk_period * $clk_io_pct] -clock clk0 [all_outputs]
</file>
<file path="./design.v">
module gauss_addr_calc
(
	input clk,
	input n_rst,
	input calc_en,     
	output [2:0] x_o,
	output [2:0] y_o
);
	reg rollover_x;
	flex_counter #(3) X_COORDCOUNT
	(
		.clk(clk),
		.n_rst(n_rst),
		.clear(1'b0),
		.count_enable(calc_en),
		.rollover_val(3'b101),
		.count_out(x_o),
		.rollover_flag(rollover_x)
	);
	flex_counter #(3) Y_COORDCOUNT
	(
		.clk(x_o == 3'd0),
		.n_rst(n_rst),
		.clear(1'b0),
		.count_enable(rollover_x),
		.rollover_val(3'b101),
		.count_out(y_o),
		.rollover_flag()
	);
endmodule
module gauss_buffer
(
	input clk,
	input n_rst,
	input buffer_en,    
	input [2:0] x_in,
	input [2:0] y_in,
	input [7:0] pixel_in,
	output reg full,
	output reg [5:0][5:0][8:0] buffer_out
);
	typedef enum bit [1:0] {IDLE, FILL, DONE} stateType;
	stateType state, nextState;
	reg [5:0][5:0][8:0] next_buffer_out;
	reg next_full;
	always_ff @(posedge clk, negedge n_rst)
	begin
		if(n_rst == 1'b0) begin
			state <= IDLE;
			buffer_out <= '0;
			full <= '0;
		end
		else begin
			state <= nextState;
			buffer_out <= next_buffer_out;
			full <= next_full;
		end
	end
	always_comb
	begin
		nextState = state;
		next_full = full;
		next_buffer_out = buffer_out;
		case(state)
			IDLE:
			begin
				if(buffer_en == 1'b1) begin
					if(x_in < 3'd5 || y_in < 3'd5) begin
						if (full == 1) begin
							next_full = 0;
							next_buffer_out = '0;
						end
						nextState = FILL;
					end
					else if (x_in == 3'd5 && y_in == 3'd5) begin
						next_full = 1;
						nextState = DONE;
					end
					else begin
						nextState = IDLE;
					end
				end
			end
			FILL:
			begin
				next_buffer_out[x_in][y_in] = pixel_in;
				nextState = IDLE;
			end
			DONE:
			begin
				next_buffer_out[5][5] = pixel_in;
				nextState = IDLE;
			end
		endcase
	end
endmodule
module gauss_mcu(
	input wire clk,
	input wire n_rst,
	input wire win_buf_full,
	output reg gauss_calc_en,  
	input wire gauss_blur_done,  
	input wire gauss_blur_calc_done,  
	output reg gauss_blur_en,  
	input wire gauss_buf_full,
	output reg gauss_buf_en,
	output reg sobel_en  
);
	typedef enum bit [3:0] {IDLE, GAUSS_CALC, GAUSS_BLUR, GAUSS_FILL, CHECK_GAUSS_FULL}stateType;
	stateType state, next_state;
	reg next_gauss_calc_en;
    	reg next_gauss_blur_en;
    	reg next_gauss_buf_en;
    	reg next_sobel_en;
	always_ff @ (posedge clk, negedge n_rst)begin
	if(n_rst == 0)begin
		gauss_calc_en <= '0;
		gauss_blur_en <= '0;
		gauss_buf_en <= '0;
		sobel_en <= '0;
		state <= IDLE;
        end
        else begin
            gauss_calc_en <= next_gauss_calc_en;
            gauss_blur_en <= next_gauss_blur_en;
            gauss_buf_en <= next_gauss_buf_en;
            sobel_en <= next_sobel_en;
            state <= next_state;
        end
    end
    always_comb begin
        next_state = state;
        case(state)
            IDLE:begin
                if(win_buf_full == 1'b1)begin
                    next_state = GAUSS_CALC;
                end
            end
            GAUSS_CALC:begin
                if(win_buf_full == 1'b1)begin
                    next_state = GAUSS_BLUR;
                end
            end
            GAUSS_BLUR:begin
                if(win_buf_full == 1'b1)begin
                    if(gauss_blur_calc_done == 1'b1)begin
                        next_state = GAUSS_FILL;
                    end
                end
            end
            GAUSS_FILL:begin
                if(win_buf_full == 1'b1)begin
                    next_state = CHECK_GAUSS_FULL;
                end
            end
            CHECK_GAUSS_FULL:begin
                if(gauss_buf_full == 1'b1)begin
                    next_state = IDLE;
                end
                else begin
                    next_state = GAUSS_CALC;
                end
            end
        endcase
    end
    always_comb begin
        next_gauss_calc_en = gauss_calc_en;
        next_gauss_blur_en = gauss_blur_en;
        next_gauss_buf_en = gauss_buf_en;
        next_sobel_en = sobel_en;
        case(state)
            IDLE:begin
                if (win_buf_full == 1'b1) begin
                	next_gauss_calc_en = 1'b1;
                end
            end
            GAUSS_CALC:begin
                next_gauss_calc_en = 1'b0;
                next_gauss_blur_en = 1'b1;
            end
            GAUSS_BLUR:begin
                if(gauss_blur_calc_done == 1'b1)begin
                    next_gauss_blur_en = 1'b0;
                    next_gauss_buf_en = 1'b1;
                end
            end
            GAUSS_FILL:begin
                next_gauss_buf_en = 1'b0;
            end
            CHECK_GAUSS_FULL:begin
                if(gauss_buf_full == 1'b1)begin
                    next_sobel_en = 1'b1;
                end
                else begin
                    next_gauss_blur_en = 1'b1;
                    next_gauss_calc_en = 1'b1;
                end
            end
        endcase
    end
endmodule
module gauss_wrapper
(
    input wire clk,
    input wire n_rst,
    input wire win_buf_full,
    input [2:0][2:0][7:0] data_in,
    output wire sobel_en,
    output reg [5:0][5:0][8:0] buffer_out
);
    reg gauss_calc_en;
    reg [2:0] gauss_x_out;
    reg [2:0] gauss_y_out;
    reg gauss_blur_done;
    reg gauss_blur_calc_done;
    reg gauss_blur_en;
    reg [7:0] gauss_blur_pixel_out;
    reg gauss_buf_full;
    reg gauss_buf_en;
    gauss_mcu GAUSS_CONTROLLER (
	.clk(clk),
	.n_rst(n_rst),
	.win_buf_full(win_buf_full),
	.gauss_calc_en(gauss_calc_en),  
	.gauss_blur_done(gauss_blur_done),  
	.gauss_blur_calc_done(gauss_blur_calc_done),  
	.gauss_blur_en(gauss_blur_en),  
	.gauss_buf_full(gauss_buf_full),
	.gauss_buf_en(gauss_buf_en),
	.sobel_en(sobel_en)  
    );
    gauss_addr_calc GAUSSIAN_ADDRESS_CALCULATION(
        .clk(clk), 
        .n_rst(n_rst), 
        .calc_en(gauss_calc_en), 
        .x_o(gauss_x_out), 
        .y_o(gauss_y_out) 
    );
    gaussian_blur GAUSSIAN_BLUR(
        .clk(clk), 
        .n_rst(n_rst), 
        .read_en(gauss_blur_en), 
        .x_in(gauss_x_out), 
        .y_in(gauss_y_out), 
        .data_in(data_in), 
        .gauss_done(gauss_blur_done), 
        .calc_done(gauss_blur_calc_done), 
        .pixel_o(gauss_blur_pixel_out) 
    );
    gauss_buffer GAUSSIAN_BUFFER(
        .clk(clk), 
        .n_rst(n_rst), 
        .buffer_en(gauss_buf_en), 
        .x_in(gauss_x_out), 
        .y_in(gauss_y_out), 
        .pixel_in(gauss_blur_pixel_out), 
        .full(gauss_buf_full), 
        .buffer_out(buffer_out) 
    );
endmodule
module gaussian_blur(
	input clk,
	input n_rst,
	input read_en,    
	input [2:0] x_in,
	input [2:0] y_in,
	input [2:0][2:0][7:0] data_in,
	output reg gauss_done,
	output reg calc_done,      
	output reg [7:0] pixel_o
);
	typedef enum bit [1:0] {IDLE, GAUSS_CALC1, GAUSS_CALC2, GAUSS_END} stateType;
	stateType state, nextState;
	reg [11:0] total;
	reg [11:0] next_total;
	reg next_gauss_done;
	reg next_calc_done;
	reg [7:0] next_pixel_o;
	always_ff @(posedge clk, negedge n_rst)
	begin
		if(n_rst == 1'b0) begin
			state <= IDLE;
			total <= '0;
			gauss_done <= 1'b0;
			calc_done <= 1'b0;
			pixel_o <= '0;
		end
		else begin
			state <= nextState;
			total <= next_total;
			gauss_done <= next_gauss_done;
			calc_done <= next_calc_done;
			pixel_o <= next_pixel_o;
		end
	end
	always_comb
	begin
		nextState = state;
		next_total = total;
		next_gauss_done = gauss_done;
		next_calc_done = calc_done;
		next_pixel_o = pixel_o;
		case(state)
			IDLE:
			begin
				if(read_en == 1) begin
					next_calc_done = '0;
					nextState = GAUSS_CALC1;
				end
			end
			GAUSS_CALC1:
			begin
				next_total += data_in[0][0];
				next_total += data_in[0][1];
				next_total += data_in[0][2];
				next_total += data_in[1][0];
				next_total += data_in[1][1];
				next_total += data_in[1][2];
				next_total += data_in[2][0];
				next_total += data_in[2][1];
				next_total += data_in[2][2];
				nextState = GAUSS_CALC2;
			end
			GAUSS_CALC2:
			begin
				next_pixel_o = next_total / 9;
				nextState = GAUSS_END;
			end
			GAUSS_END:
			begin	
				next_total = '0;
				next_calc_done = 1;
				if(x_in == 3'd5 && y_in == 3'd5) begin
					next_gauss_done = 1;
				end
				else begin
					next_gauss_done = 0;
					nextState = IDLE;
				end			
			end
		endcase
	end
endmodule
module flex_counter
#(
	parameter NUM_CNT_BITS = 4
)
(
	input wire clk,
	input wire n_rst,
	input wire clear,
	input wire count_enable,
	input wire [NUM_CNT_BITS - 1:0] rollover_val,
	output reg [NUM_CNT_BITS - 1:0] count_out,
	output reg rollover_flag
);
	reg [NUM_CNT_BITS - 1:0] next_count;
	reg [NUM_CNT_BITS - 1:0] curr_count;
	reg curr_rollover_flag;
	reg next_rollover_flag;
	always_ff @ (posedge clk, negedge n_rst) begin
		if(n_rst == 1'b0) begin
			curr_count <= '0;
			curr_rollover_flag <= '0;
		end
		else begin
			curr_count <= next_count;
			curr_rollover_flag <= next_rollover_flag;
		end
	end
	always_comb begin
		if(clear == 1'b1) begin
			next_count = '0;
			next_rollover_flag = 0;
		end
		else begin
			if(count_enable == 1'b0) begin
				next_count = curr_count;
				next_rollover_flag = 0;
			end
			else begin
				next_count = curr_count + 1;
				next_rollover_flag = 0;
				if(next_count == rollover_val) begin
					next_rollover_flag = 1;
				end
				if(next_count == rollover_val + 1) begin
					next_count = 1;
				end
			end
		end
	end
	assign count_out = curr_count;
	assign rollover_flag = curr_rollover_flag;
endmodule
</file>
==> impl_metrics.csv <==
group,metric,value,unit
route,detail_route.drc_violations,0,
place,gp_congestion,0.993,
yosys,synth-area-yosys,23600,um^2
global_route,layer_carrying_the_most_global_route_usage,"met2",
yosys,synth.cell_area,23600,um^2
route,antennaDiodeCount,0,
setup_path,reg2regPathDepth,26,
die,rows,102,
cts,worst_setup_hold_path_clk_slew,0.06,ns
timing,tightestPinTransition,0.967,ns
place,port_buffers,399,
die,top_level_ports,400,
global_route,grtUsageMet3,6.23,%
global_route,grtUsageMet2,39.8,%
global_route,globalRouteMet1Util,34.8,%
timing,finalWorstSetupSlack,0.942,ns
final_layout,nFillCells,7766,
yosys,simple_gate_share,11.5,%
setup_path,crit_end,"GAUSSIAN_BLUR.pixel_o[0]",
cts,cts_buffers,43,
yosys,ys_sh_xor,1.66,%
timing,minimum_period_implied_by_the_final_worst_setup_slack,7.86,ns
job,drv_cap,0,
yosys,ys_dominant_reg_cell,"sky130_fd_sc_hd__dfrtp_1",
yosys,syn_inst,2643,
route,mean_routed_wirelength_per_cell,24.5,um
setup_path,critical_path_required,9.23,ns
worst_hold_path,hold_path_class,"register to register",
yosys,aoi_share,35.3,%
cts,h_tree_levels,2,
cts,cts_root_buf,"sky130_fd_sc_hd__clkbuf_16",
timing,setup_viol_count_final,0,
yosys,area_leader_netlist,"sky130_fd_sc_hd__dfrtp_1",
route,post_drt_via_cell_ratio,5.78,
final_layout,multi_input_comb_area,13500,um^2
setup_path,critical_path.startpoint_type,"register",
timing,final_hold_vio_count,0,
yosys,synth-edff-count,0,
timing,untimed_endpoints,3,
timing,final.setup.tns,0,ns
final_layout,syn2layout_area_growth,28.6,%
cts,holdBufCountCts,0,
yosys,synth_sequential_area_ratio,39.2,%
run_status,run_status,"completed",
global_route,first_pass_grt_wire_length,147000,um
global_route,antenna_found_initial,0,
place,detailed_place_hpwl,70500,um
route,final_ant_viol_nets,0,
final_layout,fin_cells,4059,
die,chipHeight,282,um
die,die_w,282,um
place,dp_slack,1.11,ns
timing,min_period_over_period,89.3,%
final_layout,seqCellArea,9240,um^2
timing,slew_headroom,34.9,%
cts,cts_tree,"yes",
cts,cts_resized,0,
setup_path,worst_setup_path_end_kind,"register",
cts,cts_setup_buffers,0,
yosys,ys_warn_count,6,
final_layout,drive_above_1_share,6.79,%
yosys,ys_seq_elements,369,
setup_path,crit-reg2reg-capture,"GAUSSIAN_BLUR.pixel_o[0]",
timing,rsz0062_at_grt,"false",
route,first_pass_iters,5,
timing,timing.final.max_slew_violations,0,
setup_path,r2r-start,"GAUSSIAN_BLUR.total[9]",
setup_path,startpoint,"GAUSSIAN_BLUR.total[9]",
yosys,mux_share,0.823,%
global_route,grt-ovfl-total,0,
global_route,track_usage,25.2,%
route,detail_route.wirelength,99300,um
global_route,number_of_global_route_vias_before_repair,22205,
final_layout,postLayoutCoreUtil,39.1,%
setup_path,cp_max_fo,20,
yosys,yosys_cells,2643,
die,core_area,77600,um^2
cts,clockBufferDepth,3,
route,initialDrtViolationCount,2344,
setup_path,critical_path_arrival,8.29,ns
yosys,async_reset_ff_share,100,%
die,core_util_floorplan,30.4,%
timing,final.setup_skew,0.0265,ns
yosys,yosysUniqueCellTypes,95,
worst_hold_path,worstHoldPathCells,0,
yosys,syn_avg_cell_area,8.92,um^2
timing,worst_hold_slack,0.394,ns
yosys,netlist.area_leader.share,38.5,%
yosys,synthTopLogicFamily,"AND-OR/OR-AND gates",
place,dpl.cell_count,3981,
yosys,synthTopCellsByArea,"sky130_fd_sc_hd__dfrtp_1, sky130_fd_sc_hd__o21ai_0, sky130_fd_sc_hd__a22o_1, sky130_fd_sc_hd__fa_1, sky130_fd_sc_hd__nand2_1",
cts,clk_latency,0.59,ns
setup_path,critical_path_class,"register to register",
setup_path,timing.reg2reg.setup_slack,0.94,ns
timing,max_freq,127,MHz
job,warnings,34,
timing,number_of_register_pins_that_no_clock_reaches,3,
yosys,adder_cell_fraction_of_synth_area,7.78,%
worst_hold_path,holdCritStartpoint,"GAUSSIAN_BLUR.state[2]",
die,chip_area,79700,um^2
route,vias,23445,
global_route,grt_start_max_net_pins,138,
cell type report:
type | instances | share of cell area [%]
clock buffers | 59 | 4.22
clock inverters | 19 | 0.661
inverters | 54 | 0.669
multi-input cells | 2043 | 44.5
flip-flops and latches | 369 | 30.5
well taps | 1040 | 4.29
repair buffers | 475 | 15.1
state kept, by name, summed over array words and instances, names as in the netlist, 3 cells and up:
name                                                  flops
GAUSSIAN_BLUR.pixel_o                                     8
GAUSSIAN_ADDRESS_CALCULATION.Y_COORDCOUNT.curr_count      3
GAUSSIAN_BLUR.state                                       4
GAUSSIAN_BUFFER.state                                     3
GAUSS_CONTROLLER.state                                    5
GAUSSIAN_BLUR.total                                      12
GAUSSIAN_BUFFER.buffer_out                              324
GAUSSIAN_ADDRESS_CALCULATION.X_COORDCOUNT.curr_count      3
worst min path at each step:
stage,end,slack [ns]
final,GAUSSIAN_BLUR.state[1],0.39
after CTS,GAUSSIAN_BLUR.state[1],0.40
after global routing,GAUSSIAN_BLUR.state[1],0.41
cells in the final DEF (no fill, tap or decap), types with 53 or more instances in the layout:
| cell | count |
|---|---|
| sky130_fd_sc_hd__nor2_1 | 118 |
| sky130_fd_sc_hd__o21ai_0 | 681 |
| sky130_fd_sc_hd__a22o_1 | 297 |
| sky130_fd_sc_hd__nand3_1 | 53 |
| sky130_fd_sc_hd__inv_1 | 53 |
| sky130_fd_sc_hd__dfrtp_1 | 362 |
| sky130_fd_sc_hd__clkdlybuf4s50_1 | 398 |
| sky130_fd_sc_hd__fa_1 | 63 |
| sky130_fd_sc_hd__nand2_1 | 220 |
| sky130_fd_sc_hd__a21oi_1 | 103 |
| sky130_fd_sc_hd__buf_4 | 75 |
critical path: stages (launching register included):
cell and delay [ns]:
sky130_fd_sc_hd__dfrtp_1 0.61, sky130_fd_sc_hd__nor3_4 0.37, sky130_fd_sc_hd__inv_1 0.10, sky130_fd_sc_hd__ha_1 0.43, sky130_fd_sc_hd__and3b_1 0.24, sky130_fd_sc_hd__nor4_2 0.49, sky130_fd_sc_hd__nor4_2 0.18, sky130_fd_sc_hd__o21a_2 0.21
sky130_fd_sc_hd__o2111a_1 0.29, sky130_fd_sc_hd__o211ai_1 0.30, sky130_fd_sc_hd__a21o_1 0.48, sky130_fd_sc_hd__a2111o_1 0.22, sky130_fd_sc_hd__and2_1 0.39, sky130_fd_sc_hd__o2111ai_2 0.24, sky130_fd_sc_hd__a211oi_1 0.43, sky130_fd_sc_hd__nand3_2 0.24
sky130_fd_sc_hd__nor2_1 0.33, sky130_fd_sc_hd__xnor2_2 0.17, sky130_fd_sc_hd__ha_1 0.26, sky130_fd_sc_hd__and4_1 0.19, sky130_fd_sc_hd__nor3_1 0.16, sky130_fd_sc_hd__o31a_1 0.18, sky130_fd_sc_hd__o211ai_1 0.21, sky130_fd_sc_hd__nor3_2 0.33
sky130_fd_sc_hd__mux2_2 0.37, sky130_fd_sc_hd__o21ai_0 0.17, sky130_fd_sc_hd__a41oi_1 0.12
stage by stage:
| stage | cell area, um^2 |
|---|---|
| 2_1_floorplan | 23600 |
| 3_3_place_gp | 28800 |
| 3_5_place_dp | 28800 |
| 6_report | 30300 |
| 5_1_grt | 30300 |
| 4_1_cts | 30300 |
kinds of logic after synthesis:
| kind of cell | after synthesis |
|---|---|
| compound gates | 1299 |
| xor+xnor | 43 |
| fa+ha+maj | 109 |
| flops | 369 |
| simple gates | 574 |
| buf+inv | 231 |
| mux | 18 |
Yosys cell counts, types with 5 or more instances:
cell type                    n
sky130_fd_sc_hd__nand3b_1    9
sky130_fd_sc_hd__a21oi_1   103
sky130_fd_sc_hd__o21ai_0   682
sky130_fd_sc_hd__xnor2_1    23
sky130_fd_sc_hd__xor2_1     18
sky130_fd_sc_hd__a22oi_1    16
sky130_fd_sc_hd__mux2i_1    10
sky130_fd_sc_hd__a221o_1     9
sky130_fd_sc_hd__o22ai_1    22
sky130_fd_sc_hd__nor2b_1    12
sky130_fd_sc_hd__inv_1      53
sky130_fd_sc_hd__o31ai_1    12
sky130_fd_sc_hd__a21o_1     12
sky130_fd_sc_hd__nor2_1    118
sky130_fd_sc_hd__or2_2       6
sky130_fd_sc_hd__nand4_1     9
sky130_fd_sc_hd__and3_1     20
sky130_fd_sc_hd__o21a_1     14
sky130_fd_sc_hd__mux2_2      6
sky130_fd_sc_hd__o31a_1      6
sky130_fd_sc_hd__ha_1       45
sky130_fd_sc_hd__o21bai_1    6
sky130_fd_sc_hd__nor3b_1     5
sky130_fd_sc_hd__buf_1       6
sky130_fd_sc_hd__a31oi_1     9
sky130_fd_sc_hd__buf_2       6
sky130_fd_sc_hd__o211ai_1   16
sky130_fd_sc_hd__nor4_1      5
sky130_fd_sc_hd__nand3_1    53
sky130_fd_sc_hd__nand2_1   220
sky130_fd_sc_hd__a32oi_1     9
sky130_fd_sc_hd__a22o_1    297
sky130_fd_sc_hd__nand2b_1   17
sky130_fd_sc_hd__or3_1      11
sky130_fd_sc_hd__o21ai_1     8
sky130_fd_sc_hd__fa_1       63
sky130_fd_sc_hd__clkbuf_1  164
sky130_fd_sc_hd__a211oi_1   12
sky130_fd_sc_hd__nor3_1     51
sky130_fd_sc_hd__o221ai_1   10
sky130_fd_sc_hd__dfrtp_1   363
sky130_fd_sc_hd__and2_1     17
sky130_fd_sc_hd__a211o_1     7
metal layers:
metal | vias to the layer above | wire [um]
li1 | 10646 | -
met1 | 11591 | 40200
met2 | 1025 | 46700
met3 | 183 | 8960
met4 | 0 | 3430
met5 | - | 0
