`/design/flow/run.sh`:
```
#!/bin/bash
# OpenROAD 26Q1-2900-gdf79404cd8, Yosys 0.63+post, stock flow scripts
make -C /OpenROAD-flow-scripts/flow DESIGN_CONFIG=/design/flow/config.mk WORK_HOME=/design/flow/orfs finish
```
`/design/flow/config.mk`:
```
export PLATFORM = sky130hd
export DESIGN_NAME = controller
export DESIGN_NICKNAME = controller
export VERILOG_FILES = /design/flow/design.v
export SDC_FILE = /design/flow/constraint.sdc
export NUM_CORES = 4
export LEC_CHECK = 1
export CORE_AREA = 10 10 103 103
export DIE_AREA = 0 0 113 113
```
`/design/flow/constraint.sdc`:
```
current_design controller

set clk_period 3.0
set clk_io_pct 0.2

create_clock -name clk0 -period $clk_period [get_ports {clk}]

set non_clock_inputs [all_inputs -no_clocks]
set_input_delay [expr $clk_period * $clk_io_pct] -clock clk0 $non_clock_inputs
set_output_delay [expr $clk_period * $clk_io_pct] -clock clk0 [all_outputs]
```
`/design/flow/design.v`:
```
module controller(
    input wire clk,
    input wire n_reset,
    input wire dr,
    input wire lc,
    input wire overflow,
    output reg cnt_up,
    output reg clear,
    output wire modwait,
    output reg [2:0] op,
    output reg [3:0] src1,
    output reg [3:0] src2,
    output reg [3:0] dest,
    output reg err
);
    typedef enum bit [4:0] {IDLE, EIDLE, STORE, ZERO, SORT1, SORT2, SORT3, SORT4, MUL1, ADD1, MUL2, SUB1, MUL3, ADD2, MUL4, SUB2, LOADEXT1, WAIT1, LOADEXT2, WAIT2, LOADEXT3, WAIT3, LOADEXT4} stateType;
    typedef enum bit [2:0] {NOP, COPY, LOAD1, LOAD2, ADD, SUB, MUL} opcode;
    stateType state;
    stateType next_state;
    opcode curr_op;
    reg next_modwait;
    reg curr_modwait;
    always_ff @(posedge clk, negedge n_reset)begin
        if(n_reset == 0)begin
            state <= IDLE;
            curr_modwait <= 0;
        end
        else begin
            state <= next_state;
            curr_modwait <= next_modwait;
        end
    end
    always_comb begin
        next_state = state;
	    case(state)
		    EIDLE:begin
			    if(lc == 1'b1)
				    next_state = LOADEXT1;
			    else if(dr == 1'b1)
				    next_state = STORE;
			    else
				    next_state = EIDLE;
		    end
		    IDLE:begin
			    if(lc == 1'b1)
				    next_state = LOADEXT1;
			    else if(dr == 1'b1)
				    next_state = STORE;
			    else
				    next_state = IDLE;
		    end
		    STORE:begin
			    if(dr == 1)
				    next_state = ZERO;
			    else
				    next_state = EIDLE;
		    end
		    ZERO:begin
			    next_state = SORT1;
		    end
		    SORT1:begin
			    next_state = SORT2;
		    end
		    SORT2:begin
			    next_state = SORT3;
		    end
		    SORT3:begin
			    next_state = SORT4;
		    end
		    SORT4:begin
			    next_state = MUL4;
		    end
		    MUL1:begin
			    next_state = SUB1;
		    end
		    SUB1:begin
			    if(overflow == 1)
				    next_state = EIDLE;
			    else
				    next_state = IDLE;
		    end
		    MUL2:begin
			    next_state = ADD1;
		    end
		    ADD1:begin
			    if(overflow == 1)
				    next_state = EIDLE;
			    else
				    next_state = MUL1;
		    end
		    MUL3:begin
			    next_state = SUB2;
		    end
		    SUB2:begin
			    if(overflow == 1)
				    next_state = EIDLE;
			    else
				    next_state = MUL2;
		    end
		    MUL4:begin
			    next_state = ADD2;
		    end
		    ADD2:begin
			    if(overflow == 1)
				    next_state = EIDLE;
			    else
				    next_state = MUL3;
		    end
		    LOADEXT1:begin
			    next_state = WAIT1;
		    end
		    WAIT1:begin
			    if (lc == 1'b1)
				    next_state = LOADEXT2;
			    else
				    next_state = WAIT1;
		    end
		    LOADEXT2:begin
			    next_state = WAIT2;
		    end
		    WAIT2:begin
			    if (lc == 1'b1)
				    next_state = LOADEXT3;
			    else
				    next_state = WAIT2;
		    end
		    LOADEXT3:begin
			    next_state = WAIT3;
		    end
		    WAIT3:begin
			    if(lc == 1'b1)
				    next_state = LOADEXT4;
			    else
				    next_state = WAIT3;
		    end
		    LOADEXT4:begin
			    next_state = IDLE;
		    end
	    endcase
    end
    always_comb begin	
	    cnt_up = 0;
	    clear = 0;
	    curr_op = NOP;
	    next_modwait = 1;
	    src1 = 0;
	    src2 = 0;
	    dest = 0;
	    err = 0;
	    if(state == IDLE)begin
		    next_modwait = 0;
	    end
	    else if(state == STORE)begin
		    curr_op = LOAD1;
		    dest = 5;
	    end
	    else if(state == ZERO)begin 
		    curr_op = SUB;
		    src1 = 0;
		    src2 = 0;
		    dest = 0;
		    cnt_up = 1;
	    end
	    else if(state == SORT1)begin
		    curr_op = COPY;
		    src1 = 2;
		    dest = 1;
	    end
	    else if(state == SORT2)begin
		    curr_op = COPY;
		    src1 = 3;
		    dest = 2;
	    end
	    else if(state == SORT3)begin
		    curr_op = COPY;
		    src1 = 4;
		    dest = 3;
	    end
	    else if(state == SORT4)begin
		    curr_op = COPY;
		    src1 = 5;
		    dest = 4;
	    end
	    else if(state == MUL1)begin
		    curr_op = MUL;
		    src1 = 1;
		    src2 = 7;
		    dest = 6;
	    end
	    else if(state == SUB1)begin
		    curr_op = SUB;
		    src1 = 0;
		    src2 = 6;
		    dest = 0;
	    end
	    else if(state == MUL2)begin
		    curr_op = MUL;
		    src1 = 2;
		    src2 = 8;
		    dest = 6;
	    end
	    else if(state == ADD1)begin
		    curr_op = ADD;
		    src1 = 0;
		    src2 = 6;
		    dest = 0;
	    end
	    else if(state == MUL3)begin
		    curr_op = MUL;
		    src1 = 3;
		    src2 = 9;
		    dest = 6;
	    end
	    else if(state == SUB2)begin
		    curr_op = SUB;
		    src1 = 0;
		    src2 = 6;
		    dest = 0;
	    end
	    else if(state == MUL4)begin
		    curr_op = MUL;
		    src1 = 4;
		    src2 = 10;
		    dest = 6;
	    end
	    else if(state == ADD2)begin
		    curr_op = ADD;
		    src1 = 0;
		    src2 = 6;
		    dest = 0;
	    end
	    else if(state == LOADEXT1)begin
		    curr_op = LOAD2;
		    dest = 7;
		    clear = 1;
	    end
	    else if(state == LOADEXT2)begin
		    curr_op = LOAD2;
		    dest = 8;
	    end
	    else if(state == LOADEXT3)begin
		    curr_op = LOAD2;
		    dest = 9;
	    end
	    else if(state == LOADEXT4)begin
		    curr_op = LOAD2;
		    dest = 10;
	    end
	    else if(state == WAIT1)begin
		    next_modwait = 0;
	    end
	    else if(state == WAIT2)begin
		    next_modwait = 0;
	    end
	    else if(state == WAIT3)begin
		    next_modwait = 0;
	    end
	    else if(state == EIDLE)begin
		    err = 1;
		    next_modwait = 0;
	    end
    end
    assign modwait = curr_modwait;
    assign op = curr_op;
endmodule
```
==> impl_metrics.yaml <==
# flow metrics
logic_synthesis:
  edf_count: 0
  synth_top_cell_by_count: "dfrtp_1"
  common_cells: "23 x dfrtp_1, 17 x nor2_1, 9 x a21oi_1"
  ff_type: "dfrtp_1"
  synthTopCellsByArea: "dfrtp_1 48%, nor2_1 5.3%, a21oi_1 3.8%"
  syn-cell-area_sq_um: 1194
  yosysSeqAreaShare: 0.5042
  async_reset_ff_frac: 1.000
  synth_cells: 128
  syn_area_per_cell_sq_um: 9.325
  synth_warnings: 2
  synthDominantCellAreaShare: 0.4822
  yosysUniqueCellTypes: 35
  ys_cells: 128
  synth.largest_area_cell: "dfrtp_1"
  ys_chip_area_sq_um: 1194
  numSynthFlops: 24
clock_tree:
  cts.sinks: 24
  htreeDepth: 1
  cts_tree: "done"
  clk-insertion-delay-late_ns: 0.27
  numCtsBuffers: 3
  clockBufferDepth: 2
  root_buffer: "clkbuf_8"
  clkTransAtPathRegs_ns: 0.08
drt:
  vias: 1086
  routed_wirelength_um: 3536
  ant_nets: 0
  via_per_inst: 4.098
  antenna_cells: 0
  wl_per_cell_um: 13.34
  drc: 0
  dr.pass1.iters: 4
  drtIter0Drc: 87
grt:
  grt_usage: 0.05264
  grt_start_max_net_pins: 25
  grt_pass1_vias: 1051
  overflow: 0
  antenna_found_initial: 0
  grt_pass1_wl_um: 5575
final_timing:
  fin_crit_sh: 0.9667
  max_slew_margin: 0.6665
  finalWorstSetupSlack_ns: 0.09985
  max_freq_ghz: 0.3448
  min_period_ns: 2.900
  worst_pin_slew_ns: 0.5002
  setup_viol: 0
  finalSetupTns_ns: 0
  finalHoldWorstSlack_ns: 0.4170
  drv_slew: 0
  skew_ns: 0.007196
  hold_viol: 0
worst_setup_path:
  path_class: "flip-flop to output pin"
  path_cells: "or3_4 > nor4_4 > o2111ai_1 > a21oi_1 > clkdlybuf4s50_1"
  startpoint_type: "flip-flop"
  cpPeakStageDelay_ns: 0.50
  required_ns: 2.40
  cp_top_family: "simple AND/OR/NAND/NOR gates"
  end_kind: "output pin"
  startpoint: "state[8]$_DFF_PN0_"
  r2r_start: "state[1]$_DFF_PN0_"
  crit_buf_inv: 1
  cp_max_fo: 4
  critPathArrivalTime_ns: 2.30
  critPathSlowestCell: "clkdlybuf4s50_1"
floorplan:
  io_pins: 24
  chipArea_sq_um: 12770
  core-area_sq_um: 8299
  dieHeight_um: 113
  die_w_um: 113
  initCoreUtil: 0.1438
  row_count: 33
final_layout:
  area_growth_pct: 42.14
  drive_above_1_share: 0.2063
  final_cells: 265
power:
  power_switching_uw: 238.7
  ir_worst_vdd_mv: 0.1599
  clkPwrFrac: 0.233
  pwr-share-comb: 0.317
  swShare: 0.2846
  power.leakage_nw: 0.7724
  p_seq_frac: 0.450
  p_per_area_nw_per_um2: 494.3
  power.internal_uw: 600.0
  fin_total_pwr_uw: 838.6
status:
  outcome: "finished, final reports clean"
placed_design:
  dp_slack_ns: 0.1306
  dp_cells: 253
  place.gp.congestion: 0.8822
  port_buffers: 22
  dp_hpwl_um: 2691
hold_path:
  hp-class: "flip-flop to flip-flop"
  worstHoldStart: "state[8]$_DFF_PN0_"
run:
  warnings: 25
  max_cap_viol_count: 0
[cells by family after synthesis]
| group | count (synthesis) | synth area share |
|---|---|---|
| other | 1 | 0.003142 |
| AND/OR/NAND/NOR | 57 | 0.2641 |
| flip-flops | 24 | 0.5042 |
| AND-OR/OR-AND | 33 | 0.1834 |
| buffers and inverters | 13 | 0.04507 |
[cells in the final DEF, fill, tap and decap left out, types with 2 or more instances in the layout]
cell type | Yosys | routed
nand2_1 | 4 | 3
and2_1 | 4 | 4
dfrtp_1 | 23 | 20
o21a_1 | 3 | 3
dfrtp_2 | 0 | 3
or4_1 | 3 | 2
a21o_1 | 5 | 5
or2_2 | 3 | 3
buf_4 | 1 | 11
nor4_1 | 4 | 4
a211oi_1 | 4 | 4
nor3_2 | 0 | 2
nor2b_1 | 4 | 4
inv_1 | 8 | 8
and3_1 | 2 | 2
o21ai_0 | 3 | 3
nor3_1 | 7 | 5
clkdlybuf4s50_1 | 0 | 21
a31oi_1 | 3 | 3
clkbuf_8 | 0 | 3
nor2_1 | 17 | 16
a21oi_1 | 9 | 8
or4_4 | 1 | 2
or3_4 | 0 | 2
[cell type report]
cell class                      instances  area [sq um]
Sequential cell                        24         605.6
Tap cell                              105         131.4
Multi-Input combinational cell         91         579.3
Clock buffer                            4         45.04
Fill cell                             887          6603
Inverter                                8         30.03
Timing Repair Buffer                   33         305.3
[timing repair]
action,CTS,global route
setup buffers,3,5
hold buffers,0,0
setup endpoints to repair,4,9
pin swaps,1,4
resized,6,7
[state kept, by name, summed over array words and instances (netlist names)]
register,flops
curr_modwait,1
state,23
[worst register-to-register path, cell delays in order (launching register included)]
cell and delay [ns]:
dfrtp_1 0.47, or4_1 0.67, nor3_1 0.22, a31oi_1 0.12
[final timing paths]
check	endpoint	slack, ns	depth (start not counted)
worst min-delay path	state[14]$_DFF_PN0_	0.42	0
worst max register to register	curr_modwait$_DFF_PN0_	1.37	3
min in group asynchronous	state[6]$_DFF_PN0_	0.70	2
max in group asynchronous	state[0]$_DFF_PN1_	2.01	2
worst min register to register	state[14]$_DFF_PN0_	0.42	0
worst max-delay path	dest[0]	0.1	5
[stage by stage]
step / cell area, sq um / utilization
finish: 1697 / 0.2044
global placement: 1544 / 0.1860
CTS: 1635 / 0.1970
global route: 1697 / 0.2044
floorplan: 1194 / -
detailed placement: 1544 / 0.1860
[routing by layer]
metal  share of wire  up-vias  track usage
met3           0.062        2      0.01656
met2            0.47       29      0.08449
met5               0        -            0
met4          0.0034        0     0.003384
met1            0.47      532      0.07094
li1                -      523            -
[power groups by stage]
stage / combinational, mW / clock (mW) / sequential (mW)
after CTS: 0.262 / 0.200 / 0.377
after global routing: 0.294 / 0.215 / 0.384
final: 0.266 / 0.195 / 0.377
Power is estimated from default activity; no workload was simulated.
